[design/flow/run.sh]
#!/bin/bash
# OpenROAD 26Q1-2900-gdf79404cd8, Yosys 0.63+post, stock flow scripts
make -C /OpenROAD-flow-scripts/flow DESIGN_CONFIG=/design/flow/config.mk WORK_HOME=/design/flow/orfs finish
[design/flow/constraint.sdc]
current_design Lab2_ES

set clk_period 2.2
set clk_io_pct 0.2

create_clock -name clk0 -period $clk_period [get_ports {clk}]

set non_clock_inputs [all_inputs -no_clocks]
set_input_delay [expr $clk_period * $clk_io_pct] -clock clk0 $non_clock_inputs
set_output_delay [expr $clk_period * $clk_io_pct] -clock clk0 [all_outputs]
[design/flow/design.v]
module Lab2_ES (
    input  logic        clk,       
    input  logic        reset,     
    input  logic [3:0]  s0,        
    input  logic [3:0]  s1,        
    output logic [6:0]  seg,       
    output logic [4:0]  led,       
    output logic        select0,   
    output logic        select1    
);
    logic [4:0] sum;                     
    logic [3:0] muxed_input;             
    logic display_select;                
    logic [22:0] divcnt;                 
    assign muxed_input = display_select ? s1 : s0;
    seven_segment seven_segment_decoder (
        .num(muxed_input),      
        .seg(seg)               
    );
    five_bit_adder adder(
        .s1(s0),     
        .s2(s1),     
        .sum(sum)    
    );
    assign led = sum;       
    localparam HALF_PERIOD = 6_000;    
    always @(posedge clk or negedge reset) begin
        if (~reset) begin               
            divcnt <= 0;
            display_select <= 0;
        end else if (divcnt >= HALF_PERIOD - 1) begin
            divcnt <= 0;
            display_select <= ~display_select;  
        end else begin
            divcnt <= divcnt + 1;       
        end
    end
    logic select0_reg, select1_reg;
    always_ff @(posedge clk or negedge reset) begin
        if (~reset) begin
            select0_reg <= 1'b0;
            select1_reg <= 1'b1;
        end else begin
            select0_reg <= display_select;
            select1_reg <= ~display_select;
        end
    end
    assign select0 = select0_reg;    
    assign select1 = select1_reg;    
endmodule
module five_bit_adder (
  input  [3:0] s1,     
  input  [3:0] s2,     
  output [4:0] sum     
);
  assign sum = s1 + s2;
endmodule
module seven_segment (
    input  logic [3:0] num,      
    output logic [6:0] seg       
);
    always_comb begin
        unique case (num)
            4'd0: seg = 7'b1000000;  
            4'd1: seg = 7'b1111001;  
            4'd2: seg = 7'b0100100;  
            4'd3: seg = 7'b0110000;  
            4'd4: seg = 7'b0011001;  
            4'd5: seg = 7'b0010010;  
            4'd6: seg = 7'b0000010;  
            4'd7: seg = 7'b1111000;  
            4'd8: seg = 7'b0000000;  
            4'd9: seg = 7'b0010000;  
            4'd10: seg = 7'b0001000;  
            4'd11: seg = 7'b0000011;  
            4'd12: seg = 7'b1000110;  
            4'd13: seg = 7'b0100001;  
            4'd14: seg = 7'b0000110;  
            4'd15: seg = 7'b0001110;  
            default: seg = 7'b1111111;  
        endcase
    end
endmodule
[design/flow/config.mk]
export PLATFORM = sky130hd
export DESIGN_NAME = Lab2_ES
export DESIGN_NICKNAME = Lab2_ES
export VERILOG_FILES = /design/flow/design.v
export SDC_FILE = /design/flow/constraint.sdc
export NUM_CORES = 4
export LEC_CHECK = 1
export CORE_AREA = 10 10 95 95
export DIE_AREA = 0 0 105 105
==> flow_summary.yaml <==
# implementation run metrics
placed_design:
  dpl-instance-area_um2: 1944
  portBuffers: 23
  gp_congestion: 0.9042
  dp_hpwl_mm: 2.238
pwr:
  irDropWorstVdd_uv: 352.1
  power_density_nw_per_um2: 492.8
  p_leak_uw: 0.0009338
worst_hold_path:
  hold_class: "register to register"
status:
  violations: "negative setup slack"
  outcome: "finished with violations"
detailed_routing:
  antenna_cells: 0
  drc_errors: 0
  firstDrtPassIters: 4
  vias: 1147
  vias_per_cell: 3.928
  drt_iter0_markers: 48
  ant_nets: 0
  wl_per_cell_um: 10.81
  wl_mm: 3.156
cts:
  root_buffer: "clkbuf_8"
  worstSkewPairLatency_ns: 0.26
  clk_pin_slew_ns: 0.09
  cts_sinks: 26
  cts_tree: "done"
  cts_buffers: 3
  cts_hold_buf: 0
  htree_levels: 1
  clock_path_buffers: 2
floorplanning:
  ios: 24
  core_area_um2: 6907
  chip_area_um2: 11030
  rows: 30
  initial_core_util: 0.2087
  die_x_um: 105
  fp.dieH_um: 105
final_timing:
  hold_violations: 0
  fin_skew_ns: 0.001623
  clock.fmax_ghz: 0.4383
  finalSetupViolCount: 5
  drv_slew: 0
  period_needed_ns: 2.282
  postLayoutSetupSlackWorst_ns: -0.08157
  period_used_share: 1.037
  grt_setup_unrepaired: "true"
yosys:
  yosys_warnings: 2
  synth_top_flop_cell: "dfrtp_1"
  synth_dominant_cell_count: "dfrtp_1"
  common_cells: "25 x dfrtp_1, 12 x nand2_1, 11 x ha_1, 11 x nor2_1, 9 x nor2_2"
  synthArstFlopShare: 1.000
  syn_area_um2: 1441
  synth_top_area_share: 0.4340
  area_leaders: "dfrtp_1 43%, ha_1 9.5%, xor2_1 4.9%"
  postSynthSeqShare: 0.4523
  netlist.top_cell.by_area: "dfrtp_1"
  synthCells: 135
  synth-edff-count: 0
  ys_area_um2: 1441
  ys_cells: 135
  ys_seq_elements: 26
  synth_cell_type_count: 37
  synth_area_per_cell_um2: 10.68
critical_path:
  r2r_setup_slack_ns: 0.53
  cp.arrival_ns: 1.84
  cp_max_fo: 4
  crit_type: "register to output pin"
  cp_cell_sequence: "mux2i_4 > buf_6 > ha_4 > a21oi_2 > nor2_2 > a31oi_4 > buf_2"
  endpoint_kind: "output pin"
  cp.required_ns: 1.76
  max_stage_delay_ns: 0.46
  slowest_stage: "dfrtp_2"
  cp-start-kind: "register"
global_route:
  antenna_found_initial: 0
  grt_pass1_vias: 1155
  overflow: 0
  grtUsageTotal: 0.05481
  grt_max_degree: 27
  grt_pass1_wl_mm: 5.306
cells_and_area:
  fillers: 703
  comb_area_um2: 965.9
  area_growth_pct: 54.95
  layout-drive-gt1-share: 0.4592
  design_area_um2: 2233
  final-seq-area_um2: 653.1
  fin_util: 0.3234
  largest_register_ffs: 23
  largest-register: "divcnt"
flow_run:
  drv_cap: 0
  tool_warnings: 32
-- path summary, 6_finish.rpt --
| check | from | endpoint | depth (start not counted) |
|---|---|---|---|
| max | display_select$_DFFE_PN0P_ | seg[3] | 7 |
| min | divcnt[0]$_DFF_PN0_ | divcnt[0]$_DFF_PN0_ | 1 |
| max reg2reg | divcnt[0]$_DFF_PN0_ | divcnt[4]$_DFF_PN0_ | 7 |
| min reg2reg | divcnt[0]$_DFF_PN0_ | divcnt[0]$_DFF_PN0_ | 1 |
| max in group asynchronous | reset | select1_reg$_DFF_PN1_ | 2 |
| min in group asynchronous | reset | divcnt[13]$_DFF_PN0_ | 2 |
-- metrics by stage --
stage	hold WS, ns	TNS, ns	total power [uW]	setup WS, ns	instances
after floorplan	0.1444	0	564.1	0.1136	144
after global routing	0.5258	-0.8127	1159	-0.1620	292
after CTS	0.4769	-0.7344	1089	-0.1530	289
final	0.4910	-0.2366	1101	-0.08157	292
after detailed placement	0.4804	-5.252	687.2	-0.5635	279
after global placement	0.4805	-5.418	688.3	-0.5738	279
-- per-layer routing --
| metal | track usage | up-vias | wire length [um] |
|---|---|---|---|
| met5 | 0 | - | 0 |
| met4 | 0.004902 | 0 | 7 |
| met3 | 0.02422 | 2 | 281 |
| met2 | 0.07562 | 34 | 1264 |
| met1 | 0.07989 | 536 | 1602 |
| li1 | - | 575 | - |
-- cell type report --
type | instances | area share
timing repair buffer | 50 | 0.1782
tap | 96 | 0.05378
multi-input combinational | 110 | 0.4325
inverter | 6 | 0.01120
clock buffer | 3 | 0.01849
clock inverter | 1 | 0.01345
sequential | 26 | 0.2924
-- kinds of logic after synthesis --
kind of cell,Yosys count,share of synthesized area
compound gates,19,0.09116
xor+xnor,14,0.08507
fa+ha+maj,12,0.1094
buf+inv,8,0.02690
flops,26,0.4523
mux,6,0.04340
other cells,1,0.002602
simple gates,49,0.1892
-- timing repair --
| action | CTS | global route |
|---|---|---|
| endpoints found under the hold margin | 0 | 0 |
| setup buffers | 6 | 6 |
| pin swaps | 11 | 11 |
| setup endpoints to repair | 11 | 9 |
| resized | 59 | 32 |
-- worst max-delay path: cells and delay by family (launching register included) --
family | cells | cell delay (ns)
AND/OR/NAND/NOR | 1 | 0.06
adder cells (fa/ha/maj) | 1 | 0.20
buffers and inverters | 2 | 0.26
multiplexers | 1 | 0.34
flip-flops | 1 | 0.46
AND-OR/OR-AND | 2 | 0.26
-- where the power goes --
| part | internal, uW | switching (uW) | leakage (uW) | total [uW] |
|---|---|---|---|---|
| clock | 243 | 144 | 0.0000357 | 388 |
| sequential | 490 | 6.51 | 0.000331 | 497 |
| combinational | 119 | 97.4 | 0.000567 | 216 |
| total | 852 | 248 | 0.000934 | 1100 |
-- cell usage in the layout (no fill, tap or decap), types with 2 or more instances in the layout --
cell type / synthesis / layout
a21o_1: 3 / 3
a21oi_2: 0 / 2
a31oi_1: 3 / 2
buf_2: 1 / 5
buf_4: 0 / 20
buf_6: 1 / 7
clkbuf_2: 0 / 5
clkbuf_8: 0 / 3
clkdlybuf4s50_1: 0 / 4
conb_1: 1 / 10
dfrtp_1: 25 / 24
dlygate4sd2_1: 0 / 9
ha_1: 11 / 5
ha_4: 0 / 5
inv_1: 4 / 2
inv_2: 2 / 3
mux2i_4: 0 / 3
nand2_1: 12 / 8
nand2_2: 1 / 4
nand3_1: 6 / 6
nor2_1: 11 / 8
nor2_2: 9 / 10
nor2_4: 1 / 3
nor4_1: 2 / 2
nor4_2: 2 / 2
o21ai_1: 2 / 2
o21ai_2: 1 / 2
xnor2_1: 6 / 6
xor2_1: 8 / 8
Power figures rest on the tool's default switching activity, not on a simulated workload.
